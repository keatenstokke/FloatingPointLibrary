==> design.v <==
`timescale 1ns / 1ps
module Cosine(
    input clock,
	input [31:0] a_in,
	output reg [31:0] cos	
    );
    reg Input_1_sign, Input_2_sign, Adder_Float_sign, temp_sign;
    reg [7:0] Input_1_exp, Input_2_exp, Adder_Float_exp, Inputs_exp_diff;
    reg [23:0] Input_1_mnt, Input_2_mnt, Larger_Input_mnt, Smallerr_Input_mnt;
    reg [24:0] Adder_Float_mnt;
	reg Multiplier_Float_sign;
    reg [7:0]  Multiplier_Float_exp;
    reg [47:0] Multiplier_Float_mnt, temp_mnt;
	reg [22:0] Divider_Float_mnt;
    reg [7:0]  Divider_Float_exp;
    reg Divider_Float_sign;
    reg [24:0] partial_remainder, temp_remainder;
    reg [8:0] temp_exp; 
    reg [25:0] quotient;
	reg [31:0] Adder_Float, Subtractor_Float, Multiplier_Float, Divider_Float;
    reg [31:0] t1, t2, t3;
    integer i_for;
    reg [4:0] state = 'b11000;
    reg [4:0] temp_state;
    always @(posedge clock)
    begin
    case (state)
	'b0:
    begin
        Input_1_sign = Input_1[31];
        Input_2_sign = Input_2[31];
        Input_1_exp = Input_1[30:23];
        Input_2_exp = Input_2[30:23];
        Input_1_mnt[22:0] = a[22:0];
        Input_2_mnt[22:0] = b[22:0];
        if(Input_1_exp == Input_2_exp)
        begin
            Larger_Input_mnt = Input_1_mnt;
            Smallerr_Input_mnt = Input_2_mnt;
            Adder_Float_exp = Input_1_exp + 1'b1;
            Adder_Float_sign = Input_1_sign;
        end
        else if(Input_1_exp > Input_2_exp)
        begin
            Inputs_exp_diff = Input_1_exp - Input_2_exp;
            Larger_Input_mnt = Input_1_mnt;
            Smallerr_Input_mnt = Input_2_mnt >> Inputs_exp_diff;  
            Adder_Float_exp = Input_1_exp + 1'b1;
            Adder_Float_sign = Input_1_sign;
        end
        else
        begin
            Inputs_exp_diff = Input_2_exp - Input_1_exp;
            Larger_Input_mnt = Input_2_mnt;
            Smallerr_Input_mnt = Input_1_mnt >> Inputs_exp_diff;  
            Adder_Float_exp = Input_2_exp + 1'b1;
            Adder_Float_sign = Input_2_sign;
        end
        temp_sign = Input_1_sign ^ Input_2_sign;
        state = 'b1;
    end
    'b1:
    begin
        if(temp_sign == 0)  
        begin
			Adder_Float_mnt = Larger_Input_mnt + Smallerr_Input_mnt;
			Adder_Float_sign = Input_1_sign;
        end
        else			    
        begin
			if(Larger_Input_mnt >= Smallerr_Input_mnt)
				Adder_Float_mnt = Larger_Input_mnt - Smallerr_Input_mnt;
			else
				Adder_Float_mnt = Smallerr_Input_mnt - Larger_Input_mnt;
        end
        if(Input_1_sign == 0 && Input_2_sign == 0)				 
			Adder_Float_sign = 1'b0;
        else if (Input_1_sign == 1 && Input_2_sign == 1)		 
			Adder_Float_sign = 1'b1;
        else if (Input_1_sign == 0 && Input_2_sign == 1)		 
        begin
			if(Input_1_exp < Input_2_exp || ((Input_1_exp == Input_2_exp) && (Input_1_mnt < Input_2_mnt)))
				Adder_Float_sign = 1'b1;						 
			else
				Adder_Float_sign = 1'b0;						 
        end 
        else
        begin
			if(Input_1_exp < Input_2_exp || ((Input_1_exp == Input_2_exp) && (Input_1_mnt < Input_2_mnt)))
				Adder_Float_sign = 1'b0;						 
			else
				Adder_Float_sign = 1'b1;						 
        end
        state = 'b10;
    end
    'b10:
    begin
        for(i_for = 0; i_for < 12; i_for = i_for + 1)
            if (Adder_Float_mnt[24] == 0)
            begin
                Adder_Float_mnt = Adder_Float_mnt << 1;
                Adder_Float_exp = Adder_Float_exp - 1;
            end
        state = 'b11;
    end
    'b11:
    begin
        for(i_for = 12; i_for < 24; i_for = i_for + 1)
            if (Adder_Float_mnt[24] == 0)
            begin
                Adder_Float_mnt = Adder_Float_mnt << 1;
                Adder_Float_exp = Adder_Float_exp - 1;
            end
        if(a[30:0] == 31'b0)
            Adder_Float = Input_2[31:0];
        else if (Input_2[30:0] == 31'b0)
            Adder_Float = Input_1[31:0];
        else
            Adder_Float = {Adder_Float_sign, Adder_Float_exp, Adder_Float_mnt[23:1]};
			state = temp_state;
    end
	'b100:
	begin
		if (Input_2[30:0] == 31'b0)
		begin
			Subtractor_Float = Input_1[31:0];
		end
		else if(Input_1[31:0] == Input_2[31:0])
		begin
			Subtractor_Float = 32'b0;
		end
		else
		begin
			Input_2[31:0] ={{!Input_2[31]}, {Input_2[30:0]}};
			state = 'b0;
		end
	end
	'b101:
    begin
        Input_1_sign = Input_1[31];
        Input_2_sign = Input_2[31]; 
        Input_1_exp = Input_1[30:23];
        Input_2_exp = Input_2[30:23];
        Input_1_mnt[22:0] = Input_1[22:0];
        Input_2_mnt[22:0] = Input_2[22:0];
        Multiplier_Float_exp = Input_1_exp + Input_2_exp;
        Multiplier_Float_exp = Multiplier_Float_exp - 8'b01111110;		
        state = 'b110;
    end
    'b110:
    begin
        if (Input_1 != 0 || Input_2 != 0)
        begin
            temp_mnt = Input_1_mnt * Input_2_mnt;	 
            Multiplier_Float_mnt = temp_mnt[47:24];
        end
        state = 'b111;
    end
    'b111:
    begin
        if(Multiplier_Float_mnt == 0)
        begin
            Multiplier_Float = 32'b0;
            state = 'b1001;
        end
        else
        begin
            for(i_for = 0; i_for < 12; i_for = i_for + 1)
                if(Multiplier_Float_mnt[23] == 0)
                begin
                    Multiplier_Float_mnt = Multiplier_Float_mnt << 1;
                    Multiplier_Float_exp = Multiplier_Float_exp - 1;
                end
            state = 'b1000;
        end
    end
    'b1000:
    begin
        for(i_for = 12; i_for < 23; i_for = i_for + 1)
            if (Multiplier_Float_mnt[23] == 0)
            begin
                Multiplier_Float_mnt = Multiplier_Float_mnt << 1;
                Multiplier_Float_exp = Multiplier_Float_exp - 1;
            end
        state = 'b1001;
    end
    'b1001:
    begin
        Multiplier_Float_sign = Input_1_sign ^ Input_2_sign;	 
        if(Input_1[30:0] == 31'b0 || Input_2[30:0] == 31'b0) 	 
            Multiplier_Float = 32'b0;
        else
            Multiplier_Float = {sign, Multiplier_Float_exp, Multiplier_Float_mnt[22:0]};
			state = temp_state;
    end
	'b1010:
    begin
        Input_1_mnt = Input_1[22:0];
        Input_1_exp = Input_1[30:23];
        Input_1_sign = Input_1[31];
        Input_2_mnt = Input_2[22:0];
        Input_2_exp = Input_2[30:23];
        Input_2_sign = Input_2[31];
        Divider_Float_sign = Input_1_sign ^ Input_2_sign;	 
        if(Input_2_exp == 255)								 
        begin
            Divider_Float_exp = 'b0;
            Divider_Float_mnt = 'b0;
        end
        else if(Input_2_exp == 0 || Input_1_exp == 255)		 
        begin
            Divider_Float_exp = 'b11111111;
            Divider_Float_mnt = 'b0;
        end
        else
        begin
            temp_exp = {{1'b0}, Input_1_exp} - {{1'b0}, Input_2_exp} + 127;
        end
        partial_remainder = {{2'b01}, Input_1_mnt};			 
        i_for = 25;
        state = 'b1011;
    end
    'b1011: 
    begin  
        for(i_for = 25; i_for >= 23; i_for = i_for - 1)
        begin
            temp_remainder = partial_remainder - {{2'b01}, Input_2_mnt};
            if(temp_remainder[24] == 1'b0)
            begin 
                quotient[i_for] = 1'b1;
                partial_remainder = temp_remainder;
            end
            else
            begin
                quotient[i_for] = 1'b0;
            end 
            partial_remainder = {{partial_remainder[23:0]}, {1'b0}};
        end
        state = 'b1100;
    end
    'b1100:
    begin  
        for(i_for = 22; i_for >= 21; i_for = i_for - 1)
        begin
            temp_remainder = partial_remainder - {{2'b01}, Input_2_mnt};
            if(temp_remainder[24] == 1'b0)
            begin 
                quotient[i_for] = 1'b1;
                partial_remainder = temp_remainder;
            end
            else
            begin
                quotient[i_for] = 1'b0;
            end 
            partial_remainder = {{partial_remainder[23:0]}, {1'b0}};
        end
        state = 'b1101;
    end
    'b1101:
    begin 
        for(i_for = 20; i_for >= 19; i_for = i_for - 1)
        begin
            temp_remainder = partial_remainder - {{2'b01}, Input_2_mnt};
            if(temp_remainder[24] == 1'b0)
            begin 
                quotient[i_for] = 1'b1;
                partial_remainder = temp_remainder;
            end
            else
            begin
                quotient[i_for] = 1'b0;
            end 
            partial_remainder = {{partial_remainder[23:0]}, {1'b0}};
        end
        state = 'b1110;
    end    
    'b1110:
    begin
        for(i_for = 18; i_for >= 17; i_for = i_for - 1)
        begin
            temp_remainder = partial_remainder - {{2'b01}, Input_2_mnt};
            if(temp_remainder[24] == 1'b0)
            begin 
                quotient[i_for] = 1'b1;
                partial_remainder = temp_remainder;
            end
            else
            begin
                quotient[i_for] = 1'b0;
            end 
            partial_remainder = {{partial_remainder[23:0]}, {1'b0}};
        end
        state = 'b1111;
    end
    'b1111:
    begin 
        for(i_for = 16; i_for >= 15; i_for = i_for - 1)
        begin
            temp_remainder = partial_remainder - {{2'b01}, Input_2_mnt};
            if(temp_remainder[24] == 1'b0)
            begin 
                quotient[i_for] = 1'b1;
                partial_remainder = temp_remainder;
            end
            else
            begin
                quotient[i_for] = 1'b0;
            end 
            partial_remainder = {{partial_remainder[23:0]}, {1'b0}};
        end
        state = 'b10000;
    end
    'b10000: 
    begin 
        for(i_for = 14; i_for >= 13; i_for = i_for - 1)
        begin
            temp_remainder = partial_remainder - {{2'b01}, Input_2_mnt};
            if(temp_remainder[24] == 1'b0)
            begin 
                quotient[i_for] = 1'b1;
                partial_remainder = temp_remainder;
            end
            else
            begin
                quotient[i_for] = 1'b0;
            end 
            partial_remainder = {{partial_remainder[23:0]}, {1'b0}};
        end
        state = 'b10001;
    end  
    'b10001:
    begin 
        for(i_for = 12; i_for >= 11; i_for = i_for - 1)
        begin
            temp_remainder = partial_remainder - {{2'b01}, Input_2_mnt};
            if(temp_remainder[24] == 1'b0)
            begin 
                quotient[i_for] = 1'b1;
                partial_remainder = temp_remainder;
            end
            else
            begin
                quotient[i_for] = 1'b0;
            end 
            partial_remainder = {{partial_remainder[23:0]}, {1'b0}};
        end
        state = 'b10010;
    end
    'b10010: 
    begin 
        for(i_for = 10; i_for >= 9; i_for = i_for - 1)
        begin
            temp_remainder = partial_remainder - {{2'b01}, Input_2_mnt};
            if(temp_remainder[24] == 1'b0)
            begin 
                quotient[i_for] = 1'b1;
                partial_remainder = temp_remainder;
            end
            else
            begin
                quotient[i_for] = 1'b0;
            end 
            partial_remainder = {{partial_remainder[23:0]}, {1'b0}};
        end
        state = 'b10011;
    end
    'b10011:
    begin 
        for(i_for = 8;i_for >= 7;i_for = i_for - 1)
        begin
            temp_remainder = partial_remainder - {{2'b01}, Input_2_mnt};
            if(temp_remainder[24] == 1'b0)
            begin 
                quotient[i_for] = 1'b1;
                partial_remainder = temp_remainder;
            end
            else
            begin
                quotient[i_for] = 1'b0;
            end 
            partial_remainder = {{partial_remainder[23:0]}, {1'b0}};
        end
        state = 'b10100;
    end    
    'b10100:
    begin
        for(i_for = 6;i_for >= 5;i_for = i_for - 1)
        begin
            temp_remainder = partial_remainder - {{2'b01}, Input_2_mnt};
            if(temp_remainder[24] == 1'b0 )
            begin 
                quotient[i_for] = 1'b1;
                partial_remainder = temp_remainder;
            end
            else
            begin
                quotient[i_for] = 1'b0;
            end 
            partial_remainder = {{partial_remainder[23:0]}, {1'b0}};
        end
        state = 'b10101;
    end
    'b10101:
    begin  
        for(i_for = 4;i_for >= 3;i_for = i_for - 1)
        begin
            temp_remainder = partial_remainder - {{2'b01}, Input_2_mnt};
            if ( temp_remainder[24]==1'b0 )
            begin 
                quotient[i_for]=1'b1;
                partial_remainder = temp_remainder;
            end
            else
            begin
                quotient[i_for]=1'b0;
            end 
            partial_remainder = {{partial_remainder[23:0]}, {1'b0}};
        end
        state = 'b10110;
    end
    'b10110:
    begin  
        for(i_for = 2; i_for >= 0; i_for = i_for - 1)
        begin
            temp_remainder = partial_remainder - {{2'b01}, Input_2_mnt};
            if(temp_remainder[24]==1'b0 )
            begin 
                quotient[i_for] = 1'b1;
                partial_remainder = temp_remainder;
            end
            else
            begin
                quotient[i_for]=1'b0;
            end 
            partial_remainder = {{partial_remainder[23:0]}, {1'b0}};
        end
        state = 'b10111;
    end
    'b10111:
    begin
        quotient = quotient + 1;		 
        if(quotient[25] == 1'b1)
        begin 
            Divider_Float_mnt = quotient[24:2];
        end
        else
        begin
            Divider_Float_mnt = quotient[23:1];
            temp_exp = temp_exp - 1;
        end
        state = 'b11000;
    end
    'b11000:
    begin
        if(temp_exp[8] == 1'b1)
        begin
            if(temp_exp[7] == 1'b1)		 
            begin
                Divider_Float_exp = 'b0;
                Divider_Float_mnt = 'b0;
            end
            else						 
            begin
                Divider_Float_exp = 'b11111111;
                Divider_Float_mnt = 'b0;
            end
        end    
        else
        begin
            Divider_Float_exp = temp_exp[7:0];
        end
        Divider_Float[31:0] = {{Divider_Float_sign}, {Divider_Float_exp}, {Divider_Float_mnt}};
		state = temp_state;
    end
    'b11000:  
    begin
        Input_1 = a_in; 
        Input_2 = a_in;
        state = 'b101;  
        temp_state = 'b11001; 
    end
    'b11001:
    begin
        t1 = Multiplier_Float;
        Input_1 = t1;
        Input_2 = t1;
        state = 'b101;  
        temp_state = 'b11010;
    end
    'b11010:
    begin
        t2 = Multiplier_Float;
        Input_1 = t1;
        Input_2 = 32'b01000000000000000000000000000000;
        state = 'b1010;  
        temp_state = 'b11011;
    end
    'b11011:
    begin
        t1 = Divider_Float;
        Input_1 = t2;
        Input_2 = 32'b01000001110000000000000000000000;
        state = 'b1010;  
        temp_state = 'b11100;
    end
    'b11100:
    begin
        t2 = Divider_Float;
        Input_1 = 32'b00111111100000000000000000000000;
        Input_2 = t1;
        state = 'b101;  
        temp_state = 'b11101;
    end
    'b11101:
    begin
        t1 = Subtractor_Float;
        Input_1 = t1;
        Input_2 = t2;
        state = 'b0;  
        temp_state = 'b11110;
    end
    'b11110:
    begin
        cos = Adder_Float;
    end
	endcase
    end  
endmodule
==> run.sh <==
#!/bin/bash
# OpenROAD 26Q1-2900-gdf79404cd8, Yosys 0.63+post, stock flow scripts
make -C /OpenROAD-flow-scripts/flow DESIGN_CONFIG=/design/flow/config.mk WORK_HOME=/design/flow/orfs finish
==> config.mk <==
export PLATFORM = sky130hd
export DESIGN_NAME = Cosine
export DESIGN_NICKNAME = Cosine
export VERILOG_FILES = /design/flow/design.v
export SDC_FILE = /design/flow/constraint.sdc
export NUM_CORES = 4
export LEC_CHECK = 1
export CORE_UTILIZATION = 30
==> constraint.sdc <==
current_design Cosine

set clk_period 14.0
set clk_io_pct 0.2

create_clock -name clk0 -period $clk_period [get_ports {clock}]

set non_clock_inputs [all_inputs -no_clocks]
set_input_delay [expr $clk_period * $clk_io_pct] -clock clk0 $non_clock_inputs
set_output_delay [expr $clk_period * $clk_io_pct] -clock clk0 [all_outputs]
==> impl_metrics.yaml <==
# physical design summary
pwr:
  ir_worst_vdd_mv: 0.0845
  power_density_nw_per_um2: 63.5
  p_int_w: 0.000873
  power_frac_comb_pct: 0
  p_seq_share_pct: 56.8
  switching_share_pct: 20.7
  power_leakage_nw: 4.84
  p_sw_w: 0.000228
  power.share.clock_pct: 43.2
routing:
  antenna_left: 0
  via_count: 14100
  n_antenna_cell: 0
  firstDrtPassIters: 6
  wl_per_cell_um: 17.3
  wl_um: 43400
  viasPerCell: 5.62
  drt_iter0_drc: 1101
  drc: 0
final_timing:
  setup_viol: 0
  period_needed_ps: 7220
  clock.fmax_mhz: 139
  final.period_utilization_pct: 51.6
  setup_slack_ps: 6780
  finalMaxSlewViolations: 0
  slew_headroom_pct: 39.1
  finalHoldViolCount: 0
  tns_ps: 0
  clock-skew-final_ps: 9.82
  tightest_slew_ps: 904
  grt_setup_unrepaired: "no"
worst_setup_path:
  cp_top_family: "adder cells"
  slowest_delay_ps: 810
  worst_setup_path_end_kind: "flip-flop"
  required_ps: 14190
  crit_type: "flip-flop to flip-flop"
  cp_common_cell: "ha_1"
  rrSetupSlack_ps: 6780
  cp.arrival_ps: 7410
  crit_fanout: 18
  startpoint_type: "flip-flop"
  critPathBufInv: 1
  slowest_stage: "edfxtp_1"
floorplanning:
  num_rows: 83
  dieArea_um2: 53500
  core_um2: 51600
  die_w_um: 231
  io_pins: 65
  fp_util_pct: 30.6
  fp.dieH_um: 231
clock_network:
  cts_buffers: 17
  cts_setup_buffers: 0
  cts_tree: "yes"
  clockBufferDepth: 2
  cts.sinks: 193
  h-tree-depth: 4
  clkTransAtPathRegs_ps: 70
  clock-root-buffer: "clkbuf_16"
  post_cts_resized: 0
  insertion_delay_ps: 450
  cts_hold_buffers: 0
place:
  io_buffers: 31
  post-place-ws_ps: 6820
  dp.final_hpwl_um: 30200
  gp_congestion: 0.961
global_route:
  track_usage_pct: 16.6
  grt_pass1_vias: 13000
  grt_first_pass_wirelength_um: 69600
  grt_max_degree: 54
  overflow: 0
  antenna_found_initial: 0
cells_and_area:
  nFillCells: 5168
  drive_gt1_share_pct: 8.66
  utilization_pct: 33.6
  mostFrequentLayoutCell: "nand2_1"
  area_growth_pct: 10.0
  final_cell_mix: "242 x nand2_1, 214 x nor2_1, 193 x edfxtp_1, 168 x a21oi_1, 144 x o21ai_0"
logic_synthesis:
  synth_xor_xnor_area_share_pct: 5.74
  simple_gate_area_share_pct: 19.9
  adder_share_pct: 0.952
  ys_seq_share_pct: 36.8
  ff_type: "edfxtp_1"
  syn-instance-count: 1861
  synth.distinct_cells: 89
  synth_area_per_cell_um2: 8.47
  ys_chip_area_um2: 15800
  mux_share_pct: 10.7
  async_flop_share_pct: 0
  top_logic_kind: "AND-OR/OR-AND gates"
  edf_count: 193
  syn-cell-area_um2: 15800
  ys_cells: 1861
  yosys_warnings: 55
  ys_sh_aoi_pct: 21.7
  ys_ff: 193
job:
  tool_warnings: 57
  drv_cap: 0
status:
  outcome: "finished clean"
worst_hold_path:
  hold_class: "flip-flop to flip-flop"
==> stage by stage <==
| step | instance area, um^2 | std cells | hold WS, ps | total power [W] |
|---|---|---|---|---|
| 2_1_floorplan | 15800 | 1861 | 400 | 0.000638 |
| 3_3_place_gp | 16800 | 2484 | 407 | 0.000638 |
| 3_5_place_dp | 16800 | 2484 | 405 | 0.000638 |
| 4_1_cts | 17400 | 2515 | 420 | 0.00112 |
| 5_1_grt | 17400 | 2515 | 430 | 0.00114 |
| 6_report | 17400 | 2515 | 419 | 0.00110 |
==> path summary, 6_finish.rpt <==
check,start,to,cells past startpoint
worst min register to register,Adder_Float[9]$_DFFE_PP_,cos[9]$_DFFE_PN_,0
worst max-delay path,Adder_Float_exp[0]$_DFFE_PP_,Adder_Float[30]$_DFFE_PP_,25
worst min-delay path,Adder_Float[9]$_DFFE_PP_,cos[9]$_DFFE_PN_,0
worst max register to register,Adder_Float_exp[0]$_DFFE_PP_,Adder_Float[30]$_DFFE_PP_,25
==> logic make-up (layout without fill, tap and decap cells) <==
family / after synthesis / after routing
compound gates: 548 / 548
buf+inv: 170 / 144
fa+ha+maj: 12 / 12
simple gates: 687 / 687
flops: 193 / 193
mux: 158 / 158
xor+xnor: 92 / 92
other cells: 1 / 1
==> power groups by stage <==
stage	Sequential (W)	Combinational (W)	Clock, W
final	0.000625	0.00000000625	0.000476
after global routing	0.000625	0.0000000186	0.000514
after CTS	0.000625	0.0000000109	0.000491
==> layout make-up <==
type / count / area, um^2 / share of cell area (%)
clock buffer: 18 / 429 / 2.47
clock inverter: 13 / 128 / 0.736
inverter: 35 / 131 / 0.757
multi-input combinational: 1498 / 9350 / 53.9
sequential: 193 / 5800 / 33.4
tap: 680 / 851 / 4.90
timing repair buffer: 78 / 663 / 3.82
==> flip-flops by register name, summed over array words and instances, names as in the netlist <==
signal,cells
temp_state,3
Multiplier_Float,1
Input_1,1
quotient,26
Divider_Float,1
t1,1
Adder_Float_exp,8
cos,31
Adder_Float,31
Multiplier_Float_mnt,48
t2,1
Input_2,1
state,5
temp_exp,9
Divider_Float_mnt,1
Adder_Float_mnt,25
==> cell usage after synthesis (4+ instances only) <==
cell      number  area [um^2]
nand2_1      242          908
nor2_1       216          811
edfxtp_1     193         5800
a21oi_1      168          841
o21ai_0      144          721
mux2i_1      115         1150
clkbuf_1     110          413
xnor2_1       56          490
nand3_1       47          235
nor3_1        39          195
mux2_2        38          428
a211oi_1      35          263
o211ai_1      32          240
inv_1         31          116
a31oi_1       28          175
xor2_1        28          245
nor4_1        26          163
and3_1        20          125
nand2b_1      17          106
o22ai_1       17          106
buf_1         16         60.1
nor2b_1       15         93.8
a21o_1        13         97.6
or3_1         13         81.3
ha_1          12          150
a221oi_1      11         96.3
and2_1        11         68.8
o221ai_1      11         96.3
a22oi_1       10         75.1
nand4_1        9         56.3
a22o_1         8         70.1
buf_2          7         35.0
o21a_1         7         52.6
or2_2          7         43.8
a21boi_0       6         45.0
o31ai_1        6         45.0
mux4_2         5          113
o21bai_1       5         37.5
a211o_1        4         35.0
a31o_2         4         35.0
nand3b_1       4         30.0
o21ai_1        4         20.0
xnor3_1        4         90.1
==> per-layer routing <==
layer  part of all wire (%)  track usage [%]  routed length [um]  vias to the layer above
met2                     46             26.0               20000                      519
met4                    2.3             3.41                1010                        0
met1                     45             24.5               19400                     6727
met3                    7.1             3.44                3080                       71
li1                       -                -                   -                     6808
met5                      0                0                   0                        -
Power figures rest on the tool's default switching activity, not on a simulated workload.
