===== flow/design.v =====
`timescale 1ns / 1ps
module Sine(
    input clock,
	input [31:0] a_in,
	output reg [31:0] sin
    );
    reg Input_1_sign, Input_2_sign, Adder_Float_sign, temp_sign;
    reg [7:0] Input_1_exp, Input_2_exp, Adder_Float_exp, Inputs_exp_diff;
    reg [23:0] Input_1_mnt, Input_2_mnt, Larger_Input_mnt, Smallerr_Input_mnt;
    reg [24:0] Adder_Float_mnt;
	reg Multiplier_Float_sign;
    reg [7:0]  Multiplier_Float_exp;
    reg [47:0] Multiplier_Float_mnt, temp_mnt;
	reg [22:0] Divider_Float_mnt;
    reg [7:0]  Divider_Float_exp;
    reg Divider_Float_sign;
    reg [24:0] partial_remainder, temp_remainder;
    reg [8:0] temp_exp; 
    reg [25:0] quotient;
	reg [31:0] Adder_Float, Subtractor_Float, Multiplier_Float, Divider_Float;
    reg [31:0] t1, t2, t3;
    integer i_for;
    reg [4:0] state = 'b11000;
    reg [4:0] temp_state;
    always @(posedge clock)
    begin
    case (state)
	'b0:
    begin
        Input_1_sign = Input_1[31];
        Input_2_sign = Input_2[31];
        Input_1_exp = Input_1[30:23];
        Input_2_exp = Input_2[30:23];
        Input_1_mnt[22:0] = a[22:0];
        Input_2_mnt[22:0] = b[22:0];
        if(Input_1_exp == Input_2_exp)
        begin
            Larger_Input_mnt = Input_1_mnt;
            Smallerr_Input_mnt = Input_2_mnt;
            Adder_Float_exp = Input_1_exp + 1'b1;
            Adder_Float_sign = Input_1_sign;
        end
        else if(Input_1_exp > Input_2_exp)
        begin
            Inputs_exp_diff = Input_1_exp - Input_2_exp;
            Larger_Input_mnt = Input_1_mnt;
            Smallerr_Input_mnt = Input_2_mnt >> Inputs_exp_diff;  
            Adder_Float_exp = Input_1_exp + 1'b1;
            Adder_Float_sign = Input_1_sign;
        end
        else
        begin
            Inputs_exp_diff = Input_2_exp - Input_1_exp;
            Larger_Input_mnt = Input_2_mnt;
            Smallerr_Input_mnt = Input_1_mnt >> Inputs_exp_diff;  
            Adder_Float_exp = Input_2_exp + 1'b1;
            Adder_Float_sign = Input_2_sign;
        end
        temp_sign = Input_1_sign ^ Input_2_sign;
        state = 'b1;
    end
    'b1:
    begin
        if(temp_sign == 0)  
        begin
			Adder_Float_mnt = Larger_Input_mnt + Smallerr_Input_mnt;
			Adder_Float_sign = Input_1_sign;
        end
        else			    
        begin
			if(Larger_Input_mnt >= Smallerr_Input_mnt)
				Adder_Float_mnt = Larger_Input_mnt - Smallerr_Input_mnt;
			else
				Adder_Float_mnt = Smallerr_Input_mnt - Larger_Input_mnt;
        end
        if(Input_1_sign == 0 && Input_2_sign == 0)				 
			Adder_Float_sign = 1'b0;
        else if (Input_1_sign == 1 && Input_2_sign == 1)		 
			Adder_Float_sign = 1'b1;
        else if (Input_1_sign == 0 && Input_2_sign == 1)		 
        begin
			if(Input_1_exp < Input_2_exp || ((Input_1_exp == Input_2_exp) && (Input_1_mnt < Input_2_mnt)))
				Adder_Float_sign = 1'b1;						 
			else
				Adder_Float_sign = 1'b0;						 
        end 
        else
        begin
			if(Input_1_exp < Input_2_exp || ((Input_1_exp == Input_2_exp) && (Input_1_mnt < Input_2_mnt)))
				Adder_Float_sign = 1'b0;						 
			else
				Adder_Float_sign = 1'b1;						 
        end
        state = 'b10;
    end
    'b10:
    begin
        for(i_for = 0; i_for < 12; i_for = i_for + 1)
            if (Adder_Float_mnt[24] == 0)
            begin
                Adder_Float_mnt = Adder_Float_mnt << 1;
                Adder_Float_exp = Adder_Float_exp - 1;
            end
        state = 'b11;
    end
    'b11:
    begin
        for(i_for = 12; i_for < 24; i_for = i_for + 1)
            if (Adder_Float_mnt[24] == 0)
            begin
                Adder_Float_mnt = Adder_Float_mnt << 1;
                Adder_Float_exp = Adder_Float_exp - 1;
            end
        if(a[30:0] == 31'b0)
            Adder_Float = Input_2[31:0];
        else if (Input_2[30:0] == 31'b0)
            Adder_Float = Input_1[31:0];
        else
            Adder_Float = {Adder_Float_sign, Adder_Float_exp, Adder_Float_mnt[23:1]};
			state = temp_state;
    end
	'b100:
	begin
		if (Input_2[30:0] == 31'b0)
		begin
			Subtractor_Float = Input_1[31:0];
		end
		else if(Input_1[31:0] == Input_2[31:0])
		begin
			Subtractor_Float = 32'b0;
		end
		else
		begin
			Input_2[31:0] ={{!Input_2[31]}, {Input_2[30:0]}};
			state = 'b0;
		end
	end
	'b101:
    begin
        Input_1_sign = Input_1[31];
        Input_2_sign = Input_2[31]; 
        Input_1_exp = Input_1[30:23];
        Input_2_exp = Input_2[30:23];
        Input_1_mnt[22:0] = Input_1[22:0];
        Input_2_mnt[22:0] = Input_2[22:0];
        Multiplier_Float_exp = Input_1_exp + Input_2_exp;
        Multiplier_Float_exp = Multiplier_Float_exp - 8'b01111110;		
        state = 'b110;
    end
    'b110:
    begin
        if (Input_1 != 0 || Input_2 != 0)
        begin
            temp_mnt = Input_1_mnt * Input_2_mnt;	 
            Multiplier_Float_mnt = temp_mnt[47:24];
        end
        state = 'b111;
    end
    'b111:
    begin
        if(Multiplier_Float_mnt == 0)
        begin
            Multiplier_Float = 32'b0;
            state = 'b1001;
        end
        else
        begin
            for(i_for = 0; i_for < 12; i_for = i_for + 1)
                if(Multiplier_Float_mnt[23] == 0)
                begin
                    Multiplier_Float_mnt = Multiplier_Float_mnt << 1;
                    Multiplier_Float_exp = Multiplier_Float_exp - 1;
                end
            state = 'b1000;
        end
    end
    'b1000:
    begin
        for(i_for = 12; i_for < 23; i_for = i_for + 1)
            if (Multiplier_Float_mnt[23] == 0)
            begin
                Multiplier_Float_mnt = Multiplier_Float_mnt << 1;
                Multiplier_Float_exp = Multiplier_Float_exp - 1;
            end
        state = 'b1001;
    end
    'b1001:
    begin
        Multiplier_Float_sign = Input_1_sign ^ Input_2_sign;	 
        if(Input_1[30:0] == 31'b0 || Input_2[30:0] == 31'b0) 	 
            Multiplier_Float = 32'b0;
        else
            Multiplier_Float = {sign, Multiplier_Float_exp, Multiplier_Float_mnt[22:0]};
			state = temp_state;
    end
	'b1010:
    begin
        Input_1_mnt = Input_1[22:0];
        Input_1_exp = Input_1[30:23];
        Input_1_sign = Input_1[31];
        Input_2_mnt = Input_2[22:0];
        Input_2_exp = Input_2[30:23];
        Input_2_sign = Input_2[31];
        Divider_Float_sign = Input_1_sign ^ Input_2_sign;	 
        if(Input_2_exp == 255)								 
        begin
            Divider_Float_exp = 'b0;
            Divider_Float_mnt = 'b0;
        end
        else if(Input_2_exp == 0 || Input_1_exp == 255)		 
        begin
            Divider_Float_exp = 'b11111111;
            Divider_Float_mnt = 'b0;
        end
        else
        begin
            temp_exp = {{1'b0}, Input_1_exp} - {{1'b0}, Input_2_exp} + 127;
        end
        partial_remainder = {{2'b01}, Input_1_mnt};			 
        i_for = 25;
        state = 'b1011;
    end
    'b1011: 
    begin  
        for(i_for = 25; i_for >= 23; i_for = i_for - 1)
        begin
            temp_remainder = partial_remainder - {{2'b01}, Input_2_mnt};
            if(temp_remainder[24] == 1'b0)
            begin 
                quotient[i_for] = 1'b1;
                partial_remainder = temp_remainder;
            end
            else
            begin
                quotient[i_for] = 1'b0;
            end 
            partial_remainder = {{partial_remainder[23:0]}, {1'b0}};
        end
        state = 'b1100;
    end
    'b1100:
    begin  
        for(i_for = 22; i_for >= 21; i_for = i_for - 1)
        begin
            temp_remainder = partial_remainder - {{2'b01}, Input_2_mnt};
            if(temp_remainder[24] == 1'b0)
            begin 
                quotient[i_for] = 1'b1;
                partial_remainder = temp_remainder;
            end
            else
            begin
                quotient[i_for] = 1'b0;
            end 
            partial_remainder = {{partial_remainder[23:0]}, {1'b0}};
        end
        state = 'b1101;
    end
    'b1101:
    begin 
        for(i_for = 20; i_for >= 19; i_for = i_for - 1)
        begin
            temp_remainder = partial_remainder - {{2'b01}, Input_2_mnt};
            if(temp_remainder[24] == 1'b0)
            begin 
                quotient[i_for] = 1'b1;
                partial_remainder = temp_remainder;
            end
            else
            begin
                quotient[i_for] = 1'b0;
            end 
            partial_remainder = {{partial_remainder[23:0]}, {1'b0}};
        end
        state = 'b1110;
    end    
    'b1110:
    begin
        for(i_for = 18; i_for >= 17; i_for = i_for - 1)
        begin
            temp_remainder = partial_remainder - {{2'b01}, Input_2_mnt};
            if(temp_remainder[24] == 1'b0)
            begin 
                quotient[i_for] = 1'b1;
                partial_remainder = temp_remainder;
            end
            else
            begin
                quotient[i_for] = 1'b0;
            end 
            partial_remainder = {{partial_remainder[23:0]}, {1'b0}};
        end
        state = 'b1111;
    end
    'b1111:
    begin 
        for(i_for = 16; i_for >= 15; i_for = i_for - 1)
        begin
            temp_remainder = partial_remainder - {{2'b01}, Input_2_mnt};
            if(temp_remainder[24] == 1'b0)
            begin 
                quotient[i_for] = 1'b1;
                partial_remainder = temp_remainder;
            end
            else
            begin
                quotient[i_for] = 1'b0;
            end 
            partial_remainder = {{partial_remainder[23:0]}, {1'b0}};
        end
        state = 'b10000;
    end
    'b10000: 
    begin 
        for(i_for = 14; i_for >= 13; i_for = i_for - 1)
        begin
            temp_remainder = partial_remainder - {{2'b01}, Input_2_mnt};
            if(temp_remainder[24] == 1'b0)
            begin 
                quotient[i_for] = 1'b1;
                partial_remainder = temp_remainder;
            end
            else
            begin
                quotient[i_for] = 1'b0;
            end 
            partial_remainder = {{partial_remainder[23:0]}, {1'b0}};
        end
        state = 'b10001;
    end  
    'b10001:
    begin 
        for(i_for = 12; i_for >= 11; i_for = i_for - 1)
        begin
            temp_remainder = partial_remainder - {{2'b01}, Input_2_mnt};
            if(temp_remainder[24] == 1'b0)
            begin 
                quotient[i_for] = 1'b1;
                partial_remainder = temp_remainder;
            end
            else
            begin
                quotient[i_for] = 1'b0;
            end 
            partial_remainder = {{partial_remainder[23:0]}, {1'b0}};
        end
        state = 'b10010;
    end
    'b10010: 
    begin 
        for(i_for = 10; i_for >= 9; i_for = i_for - 1)
        begin
            temp_remainder = partial_remainder - {{2'b01}, Input_2_mnt};
            if(temp_remainder[24] == 1'b0)
            begin 
                quotient[i_for] = 1'b1;
                partial_remainder = temp_remainder;
            end
            else
            begin
                quotient[i_for] = 1'b0;
            end 
            partial_remainder = {{partial_remainder[23:0]}, {1'b0}};
        end
        state = 'b10011;
    end
    'b10011:
    begin 
        for(i_for = 8;i_for >= 7;i_for = i_for - 1)
        begin
            temp_remainder = partial_remainder - {{2'b01}, Input_2_mnt};
            if(temp_remainder[24] == 1'b0)
            begin 
                quotient[i_for] = 1'b1;
                partial_remainder = temp_remainder;
            end
            else
            begin
                quotient[i_for] = 1'b0;
            end 
            partial_remainder = {{partial_remainder[23:0]}, {1'b0}};
        end
        state = 'b10100;
    end    
    'b10100:
    begin
        for(i_for = 6;i_for >= 5;i_for = i_for - 1)
        begin
            temp_remainder = partial_remainder - {{2'b01}, Input_2_mnt};
            if(temp_remainder[24] == 1'b0 )
            begin 
                quotient[i_for] = 1'b1;
                partial_remainder = temp_remainder;
            end
            else
            begin
                quotient[i_for] = 1'b0;
            end 
            partial_remainder = {{partial_remainder[23:0]}, {1'b0}};
        end
        state = 'b10101;
    end
    'b10101:
    begin  
        for(i_for = 4;i_for >= 3;i_for = i_for - 1)
        begin
            temp_remainder = partial_remainder - {{2'b01}, Input_2_mnt};
            if ( temp_remainder[24]==1'b0 )
            begin 
                quotient[i_for]=1'b1;
                partial_remainder = temp_remainder;
            end
            else
            begin
                quotient[i_for]=1'b0;
            end 
            partial_remainder = {{partial_remainder[23:0]}, {1'b0}};
        end
        state = 'b10110;
    end
    'b10110:
    begin  
        for(i_for = 2; i_for >= 0; i_for = i_for - 1)
        begin
            temp_remainder = partial_remainder - {{2'b01}, Input_2_mnt};
            if(temp_remainder[24]==1'b0 )
            begin 
                quotient[i_for] = 1'b1;
                partial_remainder = temp_remainder;
            end
            else
            begin
                quotient[i_for]=1'b0;
            end 
            partial_remainder = {{partial_remainder[23:0]}, {1'b0}};
        end
        state = 'b10111;
    end
    'b10111:
    begin
        quotient = quotient + 1;		 
        if(quotient[25] == 1'b1)
        begin 
            Divider_Float_mnt = quotient[24:2];
        end
        else
        begin
            Divider_Float_mnt = quotient[23:1];
            temp_exp = temp_exp - 1;
        end
        state = 'b11000;
    end
    'b11000:
    begin
        if(temp_exp[8] == 1'b1)
        begin
            if(temp_exp[7] == 1'b1)		 
            begin
                Divider_Float_exp = 'b0;
                Divider_Float_mnt = 'b0;
            end
            else						 
            begin
                Divider_Float_exp = 'b11111111;
                Divider_Float_mnt = 'b0;
            end
        end    
        else
        begin
            Divider_Float_exp = temp_exp[7:0];
        end
        Divider_Float[31:0] = {{Divider_Float_sign}, {Divider_Float_exp}, {Divider_Float_mnt}};
		state = temp_state;
    end
    'b11000:  
    begin
        Input_1 = a_in;
        Input_2 = a_in;
        a_tmp = a_in;
        state = 'b101;  
        temp_state = 'b11001;
    end
    'b11001:
    begin
        t1 = Multiplier_Float;
        Input_1 = t1;
        Input_2 = a_tmp;
        state = 'b101;  
        temp_state = 'b11010;
    end
    'b11010:
    begin
        t2 = Multiplier_Float;
        Input_1 = t1;
        Input_2 = t2;
        state = 'b101;  
        temp_state = 'b11011;
    end
    'b11011:
    begin
        t3 = Multiplier_Float;
        Input_1 = t2;
        Input_2 = 32'b01000000110000000000000000000000;
        state = 'b1010;  
        temp_state = 'b11100;
    end
    'b11100:
    begin
        t2 = Divider_Float;
        Input_1 = t3;
        Input_2 = 32'b01000010111100000000000000000000;
        state = 'b1010;  
        temp_state = 'b11101;  
    end
    'b11101:
    begin
        t3 = Divider_Float;
        Input_1 = a_tmp;
        Input_2 = t2;
        state = 'b100;  
        temp_state = 'b11110;
    end
    'b11110:
    begin
        t1 = Subtractor_Float;
        Input_1 = t1;
        Input_2 = t3;
        state = 'b0;  
        temp_state = 'b11111;
    end
    'b11111:
    begin
        sin = Adder_Float;
    end   
    endcase
    end  
endmodule

===== flow/run.sh =====
#!/bin/bash
# OpenROAD 26Q1-2900-gdf79404cd8, Yosys 0.63+post, stock flow scripts
make -C /OpenROAD-flow-scripts/flow DESIGN_CONFIG=/design/flow/config.mk WORK_HOME=/design/flow/orfs finish

===== flow/config.mk =====
export PLATFORM = sky130hd
export DESIGN_NAME = Sine
export DESIGN_NICKNAME = Sine
export VERILOG_FILES = /design/flow/design.v
export SDC_FILE = /design/flow/constraint.sdc
export NUM_CORES = 4
export LEC_CHECK = 1
export CORE_UTILIZATION = 30

===== flow/constraint.sdc =====
current_design Sine

set clk_period 17.6
set clk_io_pct 0.2

create_clock -name clk0 -period $clk_period [get_ports {clock}]

set non_clock_inputs [all_inputs -no_clocks]
set_input_delay [expr $clk_period * $clk_io_pct] -clock clk0 $non_clock_inputs
set_output_delay [expr $clk_period * $clk_io_pct] -clock clk0 [all_outputs]

==> run notes <==
Status on the layout run. Maximum fanout along the worst path landed at 13. Worst-case reg-to-reg path depth landed at 24. Initial core utilization landed at 0.3043. The floorplan step defined a core boundary enclosing around 53,000 um2. The most numerous cell type found on the critical path is ha_1. The flow ran to the end, and the final reports show no timing, DRC or antenna violations. Summed over all nets, the half-perimeter wirelength after detailed placement is 28.00 mm.

The path class of the tightest hold or removal check is reg2reg. Leakage power figure landed at 4.946 nW. The pin closest to its max-slew limit shows a slew of 928.2 ps.

STA reports a reg2reg setup slack of 10,700 ps. Total power normalized to cell area comes to 51.08 nW/um2. Area fraction of the dominant cell type after synthesis landed at 0.3629. After synthesis, the most frequently instantiated cells are 293 x nor2_1, 236 x nand2_1, 194 x edfxtp_1, 177 x o21ai_0, 162 x mux2i_1. Weighted congestion at the end of routability-driven global placement landed at 0.9225. Post-place instance area landed at roughly 17,000 um2. Yosys reports a chip area of roughly 16,000 um2. In the Yosys stats the netlist draws on 92 distinct library cells. Initial DRC count landed at between 1,000 and 1,500. Post-CTS setup buffer count landed at 0.

Peak supply drop landed at about 0.060 mV. Post-placement setup slack landed at 10,740 ps. After layout, the design draws a total of approximately 0.0009 W. On the final layout, the worst hold slack is 419.1 ps. The worst setup path is of the reg2reg kind.

Total negative setup slack landed at 0 ps. Post-route period utilization is reported as 0.3923. Mean cell area of the mapped netlist landed at 8.305 um2. Antenna violation net count after detailed routing landed at 0.

Clock latency of the later-clocked register in the worst-skew pair landed at 450 ps. STA puts the critical path data required time at 17,780 ps. Final number of hold-violating endpoints landed at 0. The global routing report lists combined usage of all routing layers as 0.1560. Number of diodes landed at 0. The data arrival time reported for the critical path is 7090 ps.

The cell count after synthesis came out at around 1,900. The number of global-route vias before repair is 12,620. Of the synthesized area, sequential elements account for 0.3629.

Counting the fill cells in the layout gives ~5,400. Count of pins on the block boundary landed at 65. The chip occupies 54,440 um2. Clock-pin slew on the worst setup and hold paths landed at 70 ps. Among all stages on the critical path, the largest delay is contributed by edfxtp_1. Final number of setup-violating endpoints landed at 0. The horizontal die dimension reported for this design is 233.3 um.

In this run the maximum-capacitance check reported violations numbering 0. After detailed routing, the number of remaining DRC violations is 0. Number of vias per cell after detailed routing landed at 5.338.

The synth_stat.txt file lists the number of cells as 1,933. Total number of H-tree levels landed at 4. In this design, the stage delay of the slowest critical-path cell is 790 ps. In this run the worst setup path begins at Adder_Float_exp[0]. Entering global routing, the biggest net connects 94 pins. Maximum number of buffers from clock root to sink landed at 2. Area added between synthesis and finish landed at 9.843%. The cell sitting at the root of the clock tree is a clkbuf_16. Setup repair after global routing left no endpoint under its margin. The critical path ends at Adder_Float_exp[7]. Area of the mapped netlist landed at about 16,000 um2. The worst setup path is captured at a flip-flop.

Headroom to the max-slew limit landed at 0.3789. The floorplan has 84 rows. For this run the aggregate overflow at the end of global routing stands at 0. Once routing completed, OpenROAD measured the worst setup slack at 10,700 ps. STA lists the startpoint of the worst register-to-register path as Adder_Float_exp[0].

Warnings reported by Yosys during synthesis add up to 59. Summing all non-filler instances in the final layout gives an area of roughly 18,000 um2. Quantity of I/O buffers inserted on ports landed at 31. CTS added clock buffers totalling 17. TritonCTS built the clock tree.

Fraction of layout cells with a size suffix above 1 landed at 0.08074. The commonest register cell is edfxtp_1. Listed in order, past its start point the critical path passes inv_2 > ha_1 > xnor2_1 > a21boi_0 > ha_1 > nand2_1 > nand2_1 > ha_1 > mux2i_1 > o21ai_0 > ha_1 > mux2_2 > ha_1 > nand2_1 > xor2_1 > xnor3_2 > xor2_1 > nor4b_2 > o21ai_0 > a222oi_1 > xnor2_1 > nor4_1 > mux2i_1 > xnor2_1. The main area contributors are edfxtp_1 36%, mux2i_1 10%, nor2_1 6.9%, nand2_1 5.5%, o21ai_0 5.5%. The routed design could run at a clock period as short as 6904 ps.

The final timing report lists a max-slew violation count of 0. The capture point of the worst register-to-register path is recorded as Adder_Float_exp[7]. The routed design shows a wire length per standard cell of ~16 um. By instance count, the leading cell after synthesis is nor2_1. Aggregate routed wire length landed at between 40 and 50 mm. CTS saw between 150 and 200 sinks.

Global-route wire length before repair landed at 66.86 mm. Sorting the Yosys area breakdown by cell type puts at the top edfxtp_1. Number of gates resized after cts landed at 0. Once synthesis finished, the tally of register bits stood at 194. For this run, asynchronously set or reset flops after synthesis account for 0. Timing would allow up to 144.9 MHz. The worst setup path is launched from a flip-flop.

Count of library flops with an enable pin landed at 194. The post-CTS hold buffer count recorded in the log is 0. The die is 233.3 um tall. Total via count in the routed design landed at 13,790. Initial antenna violation count landed at 0. Iteration count of the initial detailed-routing pass landed at 24.

Clock skew landed at 11.24 ps. Stage-log warning count landed at roughly 57.
==> how the worst min path moves through the flow <==
| stage | start | to | slack, ps | depth (start not counted) |
|---|---|---|---|---|
| 5_1_grt | Adder_Float[14] | sin[14] | 430 | 0 |
| 6_report | Adder_Float[4] | sin[4] | 420 | 0 |
| 4_1_cts | Adder_Float[4] | sin[4] | 420 | 0 |
==> critical path, delay by kind of cell, from the launching register on <==
kind / cells / cell delay (ps)
xor+xnor: 6 / 1310
fa+ha+maj: 5 / 1560
simple gates: 5 / 1110
mux: 3 / 660
compound gates: 4 / 930
flops: 1 / 790
buf+inv: 1 / 250
==> cell type report <==
cell class	instances	area (um2)	share of cell area
multi-input cells	1573	9654	0.5475
well taps	688	860.8	0.04882
flip-flops and latches	194	5826	0.3304
clock buffers	17	425.4	0.02412
repair buffers	68	588.1	0.03335
inverters	28	105.1	0.005960
clock inverters	15	175.2	0.009933
==> registers in the layout, indices dropped and copies added, names as in the netlist, 3 cells and up <==
name,count
temp_state,3
Adder_Float_exp,8
Adder_Float,31
Multiplier_Float_mnt,48
quotient,26
temp_exp,9
sin,31
Adder_Float_mnt,25
state,5
==> per-stage QoR <==
stage,instances,util
2_1_floorplan,1933,-
6_report,2583,0.3342
3_5_place_dp,2551,0.3229
4_1_cts,2583,0.3342
3_3_place_gp,2551,0.3229
5_1_grt,2583,0.3342
==> per-layer routing <==
| metal | GRT usage | vias to the layer above | share of wire |
|---|---|---|---|
| met5 | 0 | - | 0 |
| met2 | 0.2292 | 393 | 0.43 |
| met1 | 0.2440 | 6454 | 0.48 |
| met3 | 0.03577 | 32 | 0.073 |
| met4 | 0.02288 | 0 | 0.014 |
| li1 | - | 6908 | - |
==> report_power, final <==
| part | switching, W | total, W | internal [W] |
|---|---|---|---|
| registers | 0 | 0.000500 | 0.000500 |
| clock network | 0.000188 | 0.000401 | 0.000214 |
| logic | 0.00000000313 | 0.00000000553 | 0 |
==> logic make-up (layout without fill, tap and decap cells) <==
logic type      Yosys count  in the layout  share of synthesized area
mux                     198            198                     0.1263
compound gates          493            493                     0.1847
buf+inv                 166            128                    0.04092
simple gates            771            771                     0.2179
xor+xnor                 96             96                    0.05650
fa+ha+maj                14             14                    0.01060
flops                   194            194                     0.3629
other cells               1              1                  0.0002336
==> cell usage in the layout, fill, tap and decap left out, types with 34 or more instances in the layout <==
| cell | netlist | layout |
|---|---|---|
| mux2i_1 | 162 | 162 |
| buf_4 | 1 | 37 |
| nor2b_1 | 34 | 34 |
| nand2_1 | 236 | 236 |
| nand3_1 | 35 | 35 |
| nor2_1 | 293 | 290 |
| o21ai_0 | 177 | 176 |
| a21oi_1 | 128 | 128 |
| mux2_2 | 36 | 36 |
| edfxtp_1 | 194 | 194 |
| xnor2_1 | 55 | 55 |
| nor3_1 | 47 | 42 |
| xor2_1 | 34 | 34 |
Power and IR drop assume default switching activity.
