## design/flow/config.mk

```make
export PLATFORM = sky130hd
export DESIGN_NAME = Arcsine
export DESIGN_NICKNAME = Arcsine
export VERILOG_FILES = /design/flow/design.v
export SDC_FILE = /design/flow/constraint.sdc
export NUM_CORES = 4
export LEC_CHECK = 1
export CORE_UTILIZATION = 50
```

## design/flow/constraint.sdc

```tcl
current_design Arcsine

set clk_period 13.0
set clk_io_pct 0.2

create_clock -name clk0 -period $clk_period [get_ports {clock}]

set non_clock_inputs [all_inputs -no_clocks]
set_input_delay [expr $clk_period * $clk_io_pct] -clock clk0 $non_clock_inputs
set_output_delay [expr $clk_period * $clk_io_pct] -clock clk0 [all_outputs]
```

## design/flow/design.v

```verilog
`timescale 1ns / 1ps
module Arcsine(
    input clock,
	input [31:0] a_in,
	output reg [31:0] asin
    );
    reg Input_1_sign, Input_2_sign, Adder_Float_sign, temp_sign;
    reg [7:0] Input_1_exp, Input_2_exp, Adder_Float_exp, Inputs_exp_diff;
    reg [23:0] Input_1_mnt, Input_2_mnt, Larger_Input_mnt, Smallerr_Input_mnt;
    reg [24:0] Adder_Float_mnt;
	reg Multiplier_Float_sign;
    reg [7:0]  Multiplier_Float_exp;
    reg [47:0] Multiplier_Float_mnt, temp_mnt;
	reg [22:0] Divider_Float_mnt;
    reg [7:0]  Divider_Float_exp;
    reg Divider_Float_sign;
    reg [24:0] partial_remainder, temp_remainder;
    reg [8:0] temp_exp; 
    reg [25:0] quotient;
	reg [31:0] Adder_Float, Subtractor_Float, Multiplier_Float, Divider_Float;
    reg [31:0] t1, t2, t3;
    integer i_for;
    reg [5:0] state = 'b11000;
    reg [5:0] temp_state;
    always @(posedge clock)
    begin
    case (state)
	'b0:
    begin
        Input_1_sign = Input_1[31];
        Input_2_sign = Input_2[31];
        Input_1_exp = Input_1[30:23];
        Input_2_exp = Input_2[30:23];
        Input_1_mnt[22:0] = a[22:0];
        Input_2_mnt[22:0] = b[22:0];
        if(Input_1_exp == Input_2_exp)
        begin
            Larger_Input_mnt = Input_1_mnt;
            Smallerr_Input_mnt = Input_2_mnt;
            Adder_Float_exp = Input_1_exp + 1'b1;
            Adder_Float_sign = Input_1_sign;
        end
        else if(Input_1_exp > Input_2_exp)
        begin
            Inputs_exp_diff = Input_1_exp - Input_2_exp;
            Larger_Input_mnt = Input_1_mnt;
            Smallerr_Input_mnt = Input_2_mnt >> Inputs_exp_diff;  
            Adder_Float_exp = Input_1_exp + 1'b1;
            Adder_Float_sign = Input_1_sign;
        end
        else
        begin
            Inputs_exp_diff = Input_2_exp - Input_1_exp;
            Larger_Input_mnt = Input_2_mnt;
            Smallerr_Input_mnt = Input_1_mnt >> Inputs_exp_diff;  
            Adder_Float_exp = Input_2_exp + 1'b1;
            Adder_Float_sign = Input_2_sign;
        end
        temp_sign = Input_1_sign ^ Input_2_sign;
        state = 'b1;
    end
    'b1:
    begin
        if(temp_sign == 0)  
        begin
			Adder_Float_mnt = Larger_Input_mnt + Smallerr_Input_mnt;
			Adder_Float_sign = Input_1_sign;
        end
        else			    
        begin
			if(Larger_Input_mnt >= Smallerr_Input_mnt)
				Adder_Float_mnt = Larger_Input_mnt - Smallerr_Input_mnt;
			else
				Adder_Float_mnt = Smallerr_Input_mnt - Larger_Input_mnt;
        end
        if(Input_1_sign == 0 && Input_2_sign == 0)				 
			Adder_Float_sign = 1'b0;
        else if (Input_1_sign == 1 && Input_2_sign == 1)		 
			Adder_Float_sign = 1'b1;
        else if (Input_1_sign == 0 && Input_2_sign == 1)		 
        begin
			if(Input_1_exp < Input_2_exp || ((Input_1_exp == Input_2_exp) && (Input_1_mnt < Input_2_mnt)))
				Adder_Float_sign = 1'b1;						 
			else
				Adder_Float_sign = 1'b0;						 
        end 
        else
        begin
			if(Input_1_exp < Input_2_exp || ((Input_1_exp == Input_2_exp) && (Input_1_mnt < Input_2_mnt)))
				Adder_Float_sign = 1'b0;						 
			else
				Adder_Float_sign = 1'b1;						 
        end
        state = 'b10;
    end
    'b10:
    begin
        for(i_for = 0; i_for < 12; i_for = i_for + 1)
            if (Adder_Float_mnt[24] == 0)
            begin
                Adder_Float_mnt = Adder_Float_mnt << 1;
                Adder_Float_exp = Adder_Float_exp - 1;
            end
        state = 'b11;
    end
    'b11:
    begin
        for(i_for = 12; i_for < 24; i_for = i_for + 1)
            if (Adder_Float_mnt[24] == 0)
            begin
                Adder_Float_mnt = Adder_Float_mnt << 1;
                Adder_Float_exp = Adder_Float_exp - 1;
            end
        if(a[30:0] == 31'b0)
            Adder_Float = Input_2[31:0];
        else if (Input_2[30:0] == 31'b0)
            Adder_Float = Input_1[31:0];
        else
            Adder_Float = {Adder_Float_sign, Adder_Float_exp, Adder_Float_mnt[23:1]};
			state = temp_state;
    end
	'b100:
	begin
		if (Input_2[30:0] == 31'b0)
		begin
			Subtractor_Float = Input_1[31:0];
		end
		else if(Input_1[31:0] == Input_2[31:0])
		begin
			Subtractor_Float = 32'b0;
		end
		else
		begin
			Input_2[31:0] ={{!Input_2[31]}, {Input_2[30:0]}};
			state = 'b0;
		end
	end
	'b101:
    begin
        Input_1_sign = Input_1[31];
        Input_2_sign = Input_2[31]; 
        Input_1_exp = Input_1[30:23];
        Input_2_exp = Input_2[30:23];
        Input_1_mnt[22:0] = Input_1[22:0];
        Input_2_mnt[22:0] = Input_2[22:0];
        Multiplier_Float_exp = Input_1_exp + Input_2_exp;
        Multiplier_Float_exp = Multiplier_Float_exp - 8'b01111110;		
        state = 'b110;
    end
    'b110:
    begin
        if (Input_1 != 0 || Input_2 != 0)
        begin
            temp_mnt = Input_1_mnt * Input_2_mnt;	 
            Multiplier_Float_mnt = temp_mnt[47:24];
        end
        state = 'b111;
    end
    'b111:
    begin
        if(Multiplier_Float_mnt == 0)
        begin
            Multiplier_Float = 32'b0;
            state = 'b1001;
        end
        else
        begin
            for(i_for = 0; i_for < 12; i_for = i_for + 1)
                if(Multiplier_Float_mnt[23] == 0)
                begin
                    Multiplier_Float_mnt = Multiplier_Float_mnt << 1;
                    Multiplier_Float_exp = Multiplier_Float_exp - 1;
                end
            state = 'b1000;
        end
    end
    'b1000:
    begin
        for(i_for = 12; i_for < 23; i_for = i_for + 1)
            if (Multiplier_Float_mnt[23] == 0)
            begin
                Multiplier_Float_mnt = Multiplier_Float_mnt << 1;
                Multiplier_Float_exp = Multiplier_Float_exp - 1;
            end
        state = 'b1001;
    end
    'b1001:
    begin
        Multiplier_Float_sign = Input_1_sign ^ Input_2_sign;	 
        if(Input_1[30:0] == 31'b0 || Input_2[30:0] == 31'b0) 	 
            Multiplier_Float = 32'b0;
        else
            Multiplier_Float = {sign, Multiplier_Float_exp, Multiplier_Float_mnt[22:0]};
			state = temp_state;
    end
	'b1010:
    begin
        Input_1_mnt = Input_1[22:0];
        Input_1_exp = Input_1[30:23];
        Input_1_sign = Input_1[31];
        Input_2_mnt = Input_2[22:0];
        Input_2_exp = Input_2[30:23];
        Input_2_sign = Input_2[31];
        Divider_Float_sign = Input_1_sign ^ Input_2_sign;	 
        if(Input_2_exp == 255)								 
        begin
            Divider_Float_exp = 'b0;
            Divider_Float_mnt = 'b0;
        end
        else if(Input_2_exp == 0 || Input_1_exp == 255)		 
        begin
            Divider_Float_exp = 'b11111111;
            Divider_Float_mnt = 'b0;
        end
        else
        begin
            temp_exp = {{1'b0}, Input_1_exp} - {{1'b0}, Input_2_exp} + 127;
        end
        partial_remainder = {{2'b01}, Input_1_mnt};			 
        i_for = 25;
        state = 'b1011;
    end
    'b1011: 
    begin  
        for(i_for = 25; i_for >= 23; i_for = i_for - 1)
        begin
            temp_remainder = partial_remainder - {{2'b01}, Input_2_mnt};
            if(temp_remainder[24] == 1'b0)
            begin 
                quotient[i_for] = 1'b1;
                partial_remainder = temp_remainder;
            end
            else
            begin
                quotient[i_for] = 1'b0;
            end 
            partial_remainder = {{partial_remainder[23:0]}, {1'b0}};
        end
        state = 'b1100;
    end
    'b1100:
    begin  
        for(i_for = 22; i_for >= 21; i_for = i_for - 1)
        begin
            temp_remainder = partial_remainder - {{2'b01}, Input_2_mnt};
            if(temp_remainder[24] == 1'b0)
            begin 
                quotient[i_for] = 1'b1;
                partial_remainder = temp_remainder;
            end
            else
            begin
                quotient[i_for] = 1'b0;
            end 
            partial_remainder = {{partial_remainder[23:0]}, {1'b0}};
        end
        state = 'b1101;
    end
    'b1101:
    begin 
        for(i_for = 20; i_for >= 19; i_for = i_for - 1)
        begin
            temp_remainder = partial_remainder - {{2'b01}, Input_2_mnt};
            if(temp_remainder[24] == 1'b0)
            begin 
                quotient[i_for] = 1'b1;
                partial_remainder = temp_remainder;
            end
            else
            begin
                quotient[i_for] = 1'b0;
            end 
            partial_remainder = {{partial_remainder[23:0]}, {1'b0}};
        end
        state = 'b1110;
    end    
    'b1110:
    begin
        for(i_for = 18; i_for >= 17; i_for = i_for - 1)
        begin
            temp_remainder = partial_remainder - {{2'b01}, Input_2_mnt};
            if(temp_remainder[24] == 1'b0)
            begin 
                quotient[i_for] = 1'b1;
                partial_remainder = temp_remainder;
            end
            else
            begin
                quotient[i_for] = 1'b0;
            end 
            partial_remainder = {{partial_remainder[23:0]}, {1'b0}};
        end
        state = 'b1111;
    end
    'b1111:
    begin 
        for(i_for = 16; i_for >= 15; i_for = i_for - 1)
        begin
            temp_remainder = partial_remainder - {{2'b01}, Input_2_mnt};
            if(temp_remainder[24] == 1'b0)
            begin 
                quotient[i_for] = 1'b1;
                partial_remainder = temp_remainder;
            end
            else
            begin
                quotient[i_for] = 1'b0;
            end 
            partial_remainder = {{partial_remainder[23:0]}, {1'b0}};
        end
        state = 'b10000;
    end
    'b10000: 
    begin 
        for(i_for = 14; i_for >= 13; i_for = i_for - 1)
        begin
            temp_remainder = partial_remainder - {{2'b01}, Input_2_mnt};
            if(temp_remainder[24] == 1'b0)
            begin 
                quotient[i_for] = 1'b1;
                partial_remainder = temp_remainder;
            end
            else
            begin
                quotient[i_for] = 1'b0;
            end 
            partial_remainder = {{partial_remainder[23:0]}, {1'b0}};
        end
        state = 'b10001;
    end  
    'b10001:
    begin 
        for(i_for = 12; i_for >= 11; i_for = i_for - 1)
        begin
            temp_remainder = partial_remainder - {{2'b01}, Input_2_mnt};
            if(temp_remainder[24] == 1'b0)
            begin 
                quotient[i_for] = 1'b1;
                partial_remainder = temp_remainder;
            end
            else
            begin
                quotient[i_for] = 1'b0;
            end 
            partial_remainder = {{partial_remainder[23:0]}, {1'b0}};
        end
        state = 'b10010;
    end
    'b10010: 
    begin 
        for(i_for = 10; i_for >= 9; i_for = i_for - 1)
        begin
            temp_remainder = partial_remainder - {{2'b01}, Input_2_mnt};
            if(temp_remainder[24] == 1'b0)
            begin 
                quotient[i_for] = 1'b1;
                partial_remainder = temp_remainder;
            end
            else
            begin
                quotient[i_for] = 1'b0;
            end 
            partial_remainder = {{partial_remainder[23:0]}, {1'b0}};
        end
        state = 'b10011;
    end
    'b10011:
    begin 
        for(i_for = 8;i_for >= 7;i_for = i_for - 1)
        begin
            temp_remainder = partial_remainder - {{2'b01}, Input_2_mnt};
            if(temp_remainder[24] == 1'b0)
            begin 
                quotient[i_for] = 1'b1;
                partial_remainder = temp_remainder;
            end
            else
            begin
                quotient[i_for] = 1'b0;
            end 
            partial_remainder = {{partial_remainder[23:0]}, {1'b0}};
        end
        state = 'b10100;
    end    
    'b10100:
    begin
        for(i_for = 6;i_for >= 5;i_for = i_for - 1)
        begin
            temp_remainder = partial_remainder - {{2'b01}, Input_2_mnt};
            if(temp_remainder[24] == 1'b0 )
            begin 
                quotient[i_for] = 1'b1;
                partial_remainder = temp_remainder;
            end
            else
            begin
                quotient[i_for] = 1'b0;
            end 
            partial_remainder = {{partial_remainder[23:0]}, {1'b0}};
        end
        state = 'b10101;
    end
    'b10101:
    begin  
        for(i_for = 4;i_for >= 3;i_for = i_for - 1)
        begin
            temp_remainder = partial_remainder - {{2'b01}, Input_2_mnt};
            if ( temp_remainder[24]==1'b0 )
            begin 
                quotient[i_for]=1'b1;
                partial_remainder = temp_remainder;
            end
            else
            begin
                quotient[i_for]=1'b0;
            end 
            partial_remainder = {{partial_remainder[23:0]}, {1'b0}};
        end
        state = 'b10110;
    end
    'b10110:
    begin  
        for(i_for = 2; i_for >= 0; i_for = i_for - 1)
        begin
            temp_remainder = partial_remainder - {{2'b01}, Input_2_mnt};
            if(temp_remainder[24]==1'b0 )
            begin 
                quotient[i_for] = 1'b1;
                partial_remainder = temp_remainder;
            end
            else
            begin
                quotient[i_for]=1'b0;
            end 
            partial_remainder = {{partial_remainder[23:0]}, {1'b0}};
        end
        state = 'b10111;
    end
    'b10111:
    begin
        quotient = quotient + 1;		 
        if(quotient[25] == 1'b1)
        begin 
            Divider_Float_mnt = quotient[24:2];
        end
        else
        begin
            Divider_Float_mnt = quotient[23:1];
            temp_exp = temp_exp - 1;
        end
        state = 'b11000;
    end
    'b11000:
    begin
        if(temp_exp[8] == 1'b1)
        begin
            if(temp_exp[7] == 1'b1)		 
            begin
                Divider_Float_exp = 'b0;
                Divider_Float_mnt = 'b0;
            end
            else						 
            begin
                Divider_Float_exp = 'b11111111;
                Divider_Float_mnt = 'b0;
            end
        end    
        else
        begin
            Divider_Float_exp = temp_exp[7:0];
        end
        Divider_Float[31:0] = {{Divider_Float_sign}, {Divider_Float_exp}, {Divider_Float_mnt}};
		state = temp_state;
    end
    'b11000:  
    begin
        Input_1 = a_in;
        Input_2 = a_in;
        a_tmp = a_in;
        state = 'b101;  
        temp_state = 'b11001; 
    end
    'b11001:
    begin
        t1 = Multiplier_Float;
        Input_1 = t1;
        Input_2 = a_tmp;
        state = 'b101;  
        temp_state = 'b11010; 
    end
    'b11010:
    begin
       t2 = Multiplier_Float;
       Input_1 = t1;
       Input_2 = t2;
       state = 'b101;  
       temp_state = 'b11011;  
    end
    'b11011:
    begin
        t1 = Multiplier_Float;
        Input_1 = t2;
        Input_2 = 32'b01000000110000000000000000000000;
        state = 'b1010;  
        temp_state = 'b11100;  
    end
    'b11100:
    begin
        t2 = Divider_Float;
        Input_1 = t1;
        Input_2 = 32'b01000000010000000000000000000000;
        state = 'b101;  
        temp_state = 'b11101; 
    end
    'b11101:
    begin
        t1 = Multiplier_Float;
        Input_1 = t1;
        Input_2 = 32'b01000010001000000000000000000000;
        state = 'b1010;  
        temp_state = 'b11110;
    end
    'b11110:
    begin
        t1 = Divider_Float;
        Input_1 = t1;
        Input_2 = t2;
        state = 'b0;  
        temp_state = 'b11111;
    end
    'b11111:
    begin
        t1 = Adder_Float;
        Input_1 = a_tmp;
        Input_2 = t1;
        state = 'b0;  
        temp_state = 'b100000;
    end
    'b100000:
    begin
        asin = Adder_Float;
    end
    endcase
    end  
endmodule
```

## design/flow/run.sh

```bash
#!/bin/bash
# OpenROAD 26Q1-2900-gdf79404cd8, Yosys 0.63+post, stock flow scripts
make -C /OpenROAD-flow-scripts/flow DESIGN_CONFIG=/design/flow/config.mk WORK_HOME=/design/flow/orfs finish
```

==> results.py <==
# Physical implementation metrics
metrics = {
    "worst_hold_path": {
        "hold_class": "reg2reg",
        "min_path_cells": 0,
    },
    "drt": {
        "wl_met2_um": 18300,
        "wl_per_cell_um": 18.1,
        "diodes": 0,
        "route.met3.wl_um": 2050,
        "drt_iter0_drc": 1249,
        "route.detailed.drc": 0,
        "wl_met1_um": 18600,
        "top_layer": "met4",
        "viasPerCell": 6.00,
        "via_count": 13365,
        "dr.pass1.iters": 6,
        "routed_wl_um": 40300,
        "ant_nets": 0,
    },
    "clock_tree": {
        "clk_pin_slew_ns": 0.08,
        "htreeDepth": 4,
        "cts_num_sinks": 196,
        "cts_resized": 0,
        "ctsHoldBuffers": 0,
        "clock_path_buffers": 2,
        "numCtsBuffers": 17,
        "clock_latency_ns": 0.45,
        "cts_tree": "yes",
        "cts_setup_buffers": 0,
        "cts-root-buf": "clkbuf_16",
    },
    "worst_setup_path": {
        "cp.depth": 27,
        "critPathBufInv": 1,
        "arrival_ns": 7.14,
        "slowest_stage": "edfxtp_1",
        "critical-path-max-stage-delay_ns": 0.71,
        "start_kind": "flip-flop",
        "end_kind": "flip-flop",
        "critPathTopFamily": "adder cells",
        "cp_max_fo": 12,
        "crit_type": "reg2reg",
        "required_ns": 13.20,
        "reg2reg_depth": 27,
        "crit_top_cell": "ha_1",
    },
    "power": {
        "p_per_area_mw_per_mm2": 71.8,
        "p_leak_nw": 4.96,
        "vdd_drop_max_mv": 0.0827,
    },
    "synthesis": {
        "async_flop_share_pct": 0,
        "ys_seq_share_pct": 37.4,
        "synth.distinct_cells": 85,
        "ys_ff": 196,
        "synth-area-yosys_mm2": 0.0157,
        "ff_type": "edfxtp_1",
        "edf_count": 196,
        "syn_inst": 1857,
        "synth.avg_cell_area_um2": 8.48,
        "yosys_warnings": 61,
        "synth_stat.cells": 1857,
        "netlist_area_mm2": 0.0157,
    },
    "cells_and_area": {
        "layout_top_cell": "nor2_1",
        "area_delta_synth_final_pct": 7.99,
        "drive_gt1_share_pct": 8.47,
        "final_cell_mix": "nor2_1 (259), nand2_1 (206), edfxtp_1 (196), o21ai_0 (164), a21oi_1 (158)",
        "fin_cells": 2227,
    },
    "global_routing": {
        "grt_pass1_wl_um": 66200,
        "gr-total-overflow": 0,
        "track_usage_pct": 26.7,
        "grt_pass1_vias": 12332,
        "grt_start_max_net_pins": 63,
        "antenna_found_initial": 0,
    },
    "place": {
        "gp_congestion": 0.931,
        "dpl.hpwl_um": 28200,
        "io_buffers": 31,
        "dp.cells": 2195,
    },
    "timing": {
        "setup_viol": 0,
        "fin_setup_tns_ns": 0,
        "final_max_slew_viol_count": 0,
        "whs_ns": 0.424,
        "timing.slew.headroom_pct": 42.3,
        "fin_crit_sh_pct": 53.4,
        "worst_slew_pin_slew_ns": 0.865,
        "finClkSkew_ns": 0.0128,
        "clock.fmax_mhz": 144,
        "grt_setup_unrepaired": "false",
        "period_minus_slack_ns": 6.94,
        "hold_violations": 0,
    },
    "die": {
        "fp.dieH_um": 179,
        "core_area_mm2": 0.0307,
        "die_w_um": 179,
        "floorplan.core_util_pct": 51.2,
        "rows": 64,
        "boundaryPins": 65,
        "chipArea_mm2": 0.0322,
    },
    "flow_run": {
        "cap_violations": 0,
        "warnings": 57,
    },
    "status": {
        "status": "finished clean",
    },
}
-- cells by family after synthesis --
| group | synth area share (%) |
|---|---|
| fa+ha+maj | 1.02 |
| simple gates | 20.3 |
| other cells | 0.0238 |
| flops | 37.4 |
| xor+xnor | 6.28 |
| buf+inv | 3.95 |
| mux | 10.4 |
| compound gates | 20.6 |
-- synthesized netlist by cell type, types with 17 or more instances --
| master | count | area [µm²] |
|---|---|---|
| a211oi_1 | 25 | 188 |
| a21oi_1 | 159 | 796 |
| a22oi_1 | 19 | 143 |
| and2_1 | 17 | 106 |
| and3_1 | 23 | 144 |
| clkbuf_1 | 103 | 387 |
| edfxtp_1 | 196 | 5890 |
| inv_1 | 25 | 93.8 |
| mux2_2 | 39 | 439 |
| mux2i_1 | 119 | 1190 |
| nand2_1 | 206 | 773 |
| nand2b_1 | 20 | 125 |
| nand3_1 | 31 | 155 |
| nor2_1 | 262 | 983 |
| nor2b_1 | 24 | 150 |
| nor3_1 | 35 | 175 |
| nor4_1 | 20 | 125 |
| o211ai_1 | 32 | 240 |
| o21ai_0 | 164 | 821 |
| o22ai_1 | 19 | 119 |
| xnor2_1 | 64 | 561 |
| xor2_1 | 28 | 245 |
-- metal layers --
metal  global-route usage (%)  vias up
li1                         -     6739
met1                     41.9     6217
met2                     40.1      348
met3                     4.33       61
met4                     7.76        0
met5                        0        -
-- per-stage QoR --
stage / worst slack, ns / utilization, % / total power (W) / area, µm²
after global placement: 6.11 / 53.3 / 0.000698 / 16400
after CTS: 6.07 / 55.3 / 0.00123 / 17000
after global routing: 5.53 / 55.3 / 0.00126 / 17000
after floorplan: 6.31 / - / 0.000698 / 15700
after detailed placement: 6.11 / 53.3 / 0.000698 / 16400
final: 6.06 / 55.3 / 0.00122 / 17000
-- where the power goes --
group	switching, W	leakage (nW)	internal (W)
combinational	0.00000000316	2.39	0
clock	0.000277	0.294	0.000261
sequential	0	2.28	0.000683
total	0.000277	4.96	0.000944
-- area by class of cell --
type                    count  area (µm²)
clock inverters            15         186
well taps                 396         495
multi-input cells        1504        9290
flip-flops and latches    196        5890
clock buffers              17         425
repair buffers             72         618
inverters                  27         101
fillers                  2793       13700
-- flip-flops by register name (all words and copies together), names as in the netlist --
register and cells:
Adder_Float 31, Adder_Float_exp 8, Adder_Float_mnt 25, Divider_Float 1, Divider_Float_mnt 1, Input_1 1, Input_2 1, Multiplier_Float 1
Multiplier_Float_mnt 48, asin 31, quotient 26, state 6, t1 1, t2 1, temp_exp 9, temp_state 5
-- worst paths after layout --
kind                                         start            endpoint  slack, ns
worst max-delay path            Adder_Float_exp[0]  Adder_Float_exp[7]       6.06
worst min-delay path                Adder_Float[4]             asin[4]       0.42
worst max register to register  Adder_Float_exp[0]  Adder_Float_exp[7]       6.06
worst min register to register      Adder_Float[4]             asin[4]       0.42
No activity file was given, so power comes from the tool's default toggle rates.
